<file path="/design/flow/design.v">
`timescale 1ns / 1ps
module automaton(
    input               clk,             
    input [31:0]        rule,            
    output reg [5:0]    row,             
    output reg [5:0]    col,             
    output reg          world_we,        
    input               world_in,        
    output reg          world_out,       
    output reg          update_done);    
reg previous_row[63:0], current_row[63:0];
reg [6:0] index;
reg [5:0] index_row, index_column, next_index_row, next_index_column, indexRule;
reg [4:0] state, next_state;
reg N, S, E, W, C, next_update_done;
initial begin
	state = 0;
	next_index_row = 0;
	next_index_column = 0;
	for(index = 0; index < 64; index = index + 1) begin
		previous_row[index] = 0;
		current_row[index] = 0;
	end
end
always@(posedge clk) begin
 	state <= next_state;								 
	index_row <= next_index_row;					 
	index_column <= next_index_column;			 
	update_done <= next_update_done;				 
end	
always@(*)begin
	world_we = 0;										 
    case (state)
		0:   
				begin
					next_update_done = 0;			 
					next_index_row = 0;
					next_index_column = 0;					
					next_state = 1;			 
				end
		1:	
				begin	
					for(index = 0; index < 64; index = index + 1) begin
						previous_row[index] = current_row[index];		 
					  end
					next_state = 2;			 
				end
		2:   
				begin
					row = index_row;					 
					col = index_column;				 
					current_row[col] = world_in;
					next_state = 3;	 
				end
		3:	
					begin
					if(index_column == 63)begin
						next_index_column = 0;		 
						next_state = 4;		 
					end
					else begin
						next_index_column = index_column + 1;			 
						next_state = 2; 		 
					end
				end
		4:
				begin
					row = index_row;					 
					col = index_column;				
					C = current_row[index_column];						 
					next_state = 5;		 
				end
		5:
				begin
					if(index_row == 0)begin
						N = 0;							 
					end
					else begin
						N = previous_row[index_column];					 
					end
					next_state = 6;		 
				end
		6:
				begin
					if(index_row == 63)begin
						S = 0;							 
					end
					else begin
						row = index_row + 1;			 
						col = index_column;			 
						S = world_in;					 
					end
					next_state = 7;			 
				end
		7:
				begin
					if(index_column == 0)begin
						W = 0;							 
					end
					else begin
						W = current_row[index_column - 1];				 
					end
					next_state = 8;			 
				end
		8:
				begin
					if(index_column == 63)begin
						E = 0;							 
					end
					else begin
						E = current_row[index_column + 1];				 
					end
					next_state = 9;		 
				end
		9:
				begin
					world_we = 1;						 
					row = index_row;					 
					col = index_column;				 
					if((N == 1) && (W == 1) && (C == 1) && (E == 1) && (S == 1))begin
						indexRule = 31;
					end
					else if((N == 1) && (W == 1) && (C == 1) && (E == 1) && (S == 0))begin
						indexRule = 30;
					end
					else if((N == 1) && (W == 1) && (C == 1) && (E == 0) && (S == 1))begin
						indexRule = 29;
					end
					else if((N == 1) && (W == 1) && (C == 1) && (E == 0) && (S == 0))begin
						indexRule = 28;
					end
					else if((N == 1) && (W == 1) && (C == 0) && (E == 1) && (S == 1))begin
						indexRule = 27;
					end
					else if((N == 1) && (W == 1) && (C == 0) && (E == 1) && (S == 0))begin
						indexRule = 26;
					end
					else if((N == 1) && (W == 1) && (C == 0) && (E == 0) && (S == 1))begin
						indexRule = 25;
					end
					else if((N == 1) && (W == 1) && (C == 0) && (E == 0) && (S == 0))begin
						indexRule = 24;
					end
					else if((N == 1) && (W == 0) && (C == 1) && (E == 1) && (S == 1))begin
						indexRule = 23;
					end
					else if((N == 1) && (W == 0) && (C == 1) && (E == 1) && (S == 0))begin
						indexRule = 22;
					end
					else if((N == 1) && (W == 0) && (C == 1) && (E == 0) && (S == 1))begin
						indexRule = 21;
					end
					else if((N == 1) && (W == 0) && (C == 1) && (E == 0) && (S == 0))begin
						indexRule = 20;
					end
					else if((N == 1) && (W == 0) && (C == 0) && (E == 1) && (S == 1))begin
						indexRule = 19;
					end
					else if((N == 1) && (W == 0) && (C == 0) && (E == 1) && (S == 0))begin
						indexRule = 18;
					end
					else if((N == 1) && (W == 0) && (C == 0) && (E == 0) && (S == 1))begin
						indexRule = 17;
					end
					else if((N == 1) && (W == 0) && (C == 0) && (E == 0) && (S == 0))begin
						indexRule = 16;
					end
					else if((N == 0) && (W == 1) && (C == 1) && (E == 1) && (S == 1))begin
						indexRule = 15;
					end
					else if((N == 0) && (W == 1) && (C == 1) && (E == 1) && (S == 0))begin
						indexRule = 14;
					end
					else if((N == 0) && (W == 1) && (C == 1) && (E == 0) && (S == 1))begin
						indexRule = 13;
					end
					else if((N == 0) && (W == 1) && (C == 1) && (E == 0) && (S == 0))begin
						indexRule = 12;
					end
					else if((N == 0) && (W == 1) && (C == 0) && (E == 1) && (S == 1))begin
						indexRule = 11;
					end
					else if((N == 0) && (W == 1) && (C == 0) && (E == 1) && (S == 0))begin
						indexRule = 10;
					end
					else if((N == 0) && (W == 1) && (C == 0) && (E == 0) && (S == 1))begin
						indexRule = 9;
					end
					else if((N == 0) && (W == 1) && (C == 0) && (E == 0) && (S == 0))begin
						indexRule = 8;
					end
					else if((N == 0) && (W == 0) && (C == 1) && (E == 1) && (S == 1))begin
						indexRule = 7;
					end
					else if((N == 0) && (W == 0) && (C == 1) && (E == 1) && (S == 0))begin
						indexRule = 6;
					end
					else if((N == 0) && (W == 0) && (C == 1) && (E == 0) && (S == 1))begin
						indexRule = 5;
					end
					else if((N == 0) && (W == 0) && (C == 1) && (E == 0) && (S == 0))begin
						indexRule = 4;
					end
					else if((N == 0) && (W == 0) && (C == 0) && (E == 1) && (S == 1))begin
						indexRule = 3;
					end
					else if((N == 0) && (W == 0) && (C == 0) && (E == 1) && (S == 0))begin
						indexRule = 2;
					end
					else if((N == 0) && (W == 0) && (C == 0) && (E == 0) && (S == 1))begin
						indexRule = 1;
					end
					else if((N == 0) && (W == 0) && (C == 0) && (E == 0) && (S == 0))begin
						indexRule = 0;
					end
					world_out = rule[indexRule];		 
					next_state = 10;			 
				end		
		10:	
				begin
					if(index_row == 63 && index_column == 63) begin
						next_update_done = 1;			 
						next_state = 0;				 
					end
					else if(index_column == 63) begin
							next_index_column = 0;		 
							next_index_row = index_row + 1;				 
							next_state = 1;	 
						end
						else begin
							next_index_column = index_column + 1;		 
							next_state = 4;		 
						end
				end
		endcase
end
endmodule
</file>
<file path="/design/flow/run.sh">
#!/bin/bash
# OpenROAD 26Q1-2900-gdf79404cd8, Yosys 0.63+post, stock flow scripts
make -C /OpenROAD-flow-scripts/flow DESIGN_CONFIG=/design/flow/config.mk WORK_HOME=/design/flow/orfs finish
</file>
<file path="/design/flow/config.mk">
export PLATFORM = sky130hd
export DESIGN_NAME = automaton
export DESIGN_NICKNAME = automaton
export VERILOG_FILES = /design/flow/design.v
export SDC_FILE = /design/flow/constraint.sdc
export NUM_CORES = 4
export LEC_CHECK = 1
export CORE_UTILIZATION = 30
</file>
<file path="/design/flow/constraint.sdc">
current_design automaton

set clk_period 1.9
set clk_io_pct 0.2

create_clock -name clk0 -period $clk_period [get_ports {clk}]

set non_clock_inputs [all_inputs -no_clocks]
set_input_delay [expr $clk_period * $clk_io_pct] -clock clk0 $non_clock_inputs
set_output_delay [expr $clk_period * $clk_io_pct] -clock clk0 [all_outputs]
</file>
==> Changelog: implementation <==
### Physical design

- Area delta synth->final: 7.81%
- Input/output buffers: roughly 48
- Final max-slew violation count: 0
- Mapped Avg Cell Area: around 7.6 um2
- M3 GR Usage: about 8.6%
- Mapped Area: 0.0103 mm2
- # Cells Yosys: approximately 1400
- OpenROAD warnings: 31
- Worst Path Class, Setup: register to output pin
- Site Rows: around 67
- Total chip power: 0.910 mW
- Max Cap Viol: 0
- DRC violations left: 0
- CTS tree: yes
- Max FO, Critical Path: 5
- Final ANT Viol Nets: 0
- FP Core Util: a little under a third
- Vias: about 12000
- Routed len/inst: slightly above 30 um
- Die area: approximately 0.035 mm2
- Count of unclocked register or latch pins: 163
- Die Wd: around 190 um
- Layout cells sized above 1: approximately a tenth
- Max VDD drop: between 0.0002 and 0.00025 V
- Number of unconstrained endpoints: between 150 and 200
- Maximum clock path buffer count: 2
- Grt met1 use: 43.9%
- Synth flops: around 180
- Largest net degree at the start of global routing: ~66
- Setup crit end kind: output pin
- H-tree depth: 1
- Slew HR: between 30% and 40%
- Antenna violations before repair: 2
- CP max stage delay: ~0.48 ns
- Post-synth EDFFs: 0
- Global-route wire length before repair: between 70000 and 80000 um
- Crit path cell chain: nand2b_1 > nor2_2 > clkdlybuf4s50_1
- Final Hold Vio Count: 0
- PD cells: 82.2 mW/mm2
- Io pins: around 49
- Synth cell types: around 110
- CTS buffer count: 3
- Final HPWL DP: 39600 um
- Placer congestion estimate: 1.03
- Met2 GRT Util: between 40% and 50%
- Vias in the first global route: about 11000
- Leakage power: around 3.6 nW
- RSZ-0062 raised after global routing: false
- Dominant flop cell: dlxtn_1
- Worst-Margin Slew: about 0.96 ns
- Most frequent cells in the layout: nand2_1 (114), nor2_1 (109), dlxtn_1 (93)
- Pre-Repair DR Iteration Count: 7
- Clk slew on worst S/H paths: roughly 0.05 ns
- Required time of the worst setup path: 1.52 ns
- Core area: approximately 0.034 mm2
- Post-layout period usage: 95.1%
- CTS root buf: clkbuf_16
- Grt ovf: 0
- Final setup viols: 0
- Async S/R FF share, synth: 0%
- Crit path arrival time: between 1 and 1.5 ns
- Die H: between 150 and 200 um
- Setup tns final: 0 ns
- Vias per inst: 6.73
- Hold Buf Count CTS: 0
- DR iter-0 viols: approximately 1500
- CP startpoint kind: register
- GRT busiest layer: met2
- Fmax: ~550 MHz
- Hold WC Path Type: register to output pin
- Total track usage: between 30% and 40%
- Status: complete, no violations
- WL final: between 50000 and 60000 um
- Yosys stat chip area: 0.0103 mm2
- Top cell excl fill/tap: nand2_1
- Yosys Warn Count: 9
- Final critical-path required period: 1.81 ns
- Cells after Synth: ~1400
- Worst path slowest cell: clkdlybuf4s50_1
## critical path, delay by kind of cell, from the launching register on
kind,cells,cell delay [ns]
and+or+nand+nor,2,0.39
buffers and inverters,1,0.48
DFF,1,0.30
## routing by layer
layer | up-vias | routed length, um
li1 | 5091 | -
met1 | 5799 | 22000
met2 | 853 | 23700
met3 | 154 | 6550
met4 | 2 | 2700
met5 | - | 16
## layout make-up
type	instances	area (um2)
clock inverters	1	6.26
clock buffers	3	75.1
fillers	3572	22500
multi-input cells	1024	6800
inverters	29	109
flip-flops and latches	180	2800
repair buffers	79	708
well taps	448	561
diodes	3	7.51
## stage by stage
| step | hold slack (ns) | utilization (%) | setup slack, ns | cells | cell area [um2] |
|---|---|---|---|---|---|
| 2_1_floorplan | 0.638 | - | 0.720 | 1353 | 10300 |
| 3_3_place_gp | 1.04 | 32.7 | 0.325 | 1760 | 11000 |
| 3_5_place_dp | 1.04 | 32.7 | 0.305 | 1760 | 11000 |
| 4_1_cts | 1.32 | 32.9 | 0.0231 | 1764 | 11100 |
| 5_1_grt | 1.34 | 32.9 | 0.0251 | 1764 | 11100 |
| 6_report | 1.31 | 32.9 | 0.0937 | 1767 | 11100 |
## timing repair
| item | 4_1_cts | 5_1_grt |
|---|---|---|
| gates resized | 0 | 1 |
| buffers inserted | 0 | 0 |
| setup endpoints to repair | 0 | 1 |
## registers in the layout, summed over array words and instances (netlist names)
name / count
W: 1
state: 4
next_index_row: 6
E: 1
previous_row: 64
row: 6
current_row: 64
update_done: 1
next_state: 4
world_out: 1
col: 6
next_index_column: 6
index_column: 6
N: 1
S: 1
index_row: 6
next_update_done: 1
C: 1
## power by group
part | leakage [nW] | internal [mW] | switching, mW | total [mW]
combinational | 2.15 | 0.0752 | 0.0332 | 0.108
sequential | 1.44 | 0.372 | 0 | 0.372
clock | 0.0414 | 0.285 | 0.145 | 0.429
## synthesized netlist by cell type (18+ instances only)
library cell	instances	area, um2
a32oi_1	28	245
dlxtn_1	93	1400
nand3_1	55	275
mux2i_1	18	180
inv_1	26	97.6
o22ai_1	26	163
a21oi_1	66	330
nand2b_1	29	181
a22oi_1	28	210
o21ai_0	88	440
nor3_1	41	205
nor2_1	110	413
clkbuf_1	45	169
dlxtp_1	70	1050
nand2_1	114	428
a22o_1	18	158
nand4_1	18	113
buf_2	43	215
## path summary, 6_finish.rpt
check	from	cells past startpoint	endpoint	slack, ns
setup / recovery	state[1]$_DFF_P_	3	world_we	0.09
hold / removal	update_done$_DFF_P_	1	update_done	1.31
## logic make-up after synthesis
group	share of synthesized area (%)
AOI/OAI and AO/OA	32.0
buffers and inverters	6.86
xor gates and xnor gates	1.28
and+or+nand+nor	26.7
latches	23.9
adders and majority gates	0.975
muxes	5.05
DFF	3.32
Power figures rest on the tool's default switching activity, not on a simulated workload.
